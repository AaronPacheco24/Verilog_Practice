File: design.v
`timescale 1ns / 1ps
module BCD_Counter
    (
    input clk,
    input reset_n,
    input enable,
    output done,
    output [3:0] Q
    );
    reg [3:0] Q_reg, Q_next;
    always @ (posedge clk, negedge reset_n)
    begin
        if (~reset_n)
            Q_reg<= 'b0;
        else if (enable)
            Q_reg<= Q_next;
        else
            Q_reg<=Q_reg;
    end
    assign done = Q_reg==9;
    always @ (*)
        Q_next = done?'b0:Q_reg+1;
     assign  Q = Q_reg;
endmodule
`timescale 1ns / 1ps
module multi_decade_counter(
    input clk,
    input reset_n,
    input enable,
    output done,
    output [3:0] ones,tens,hundreds
    );
    wire done0,done1,done2;
    wire a0,a1,a2;
    BCD_Counter D0(
    .clk(clk),
    .reset_n(reset_n),
    .enable(enable),
    .done(done0),
    .Q(ones)
    );
    assign a0 = enable & done0;
    BCD_Counter D1(
    .clk(clk),
    .reset_n(reset_n),
    .enable(enable),
    .done(done1),
    .Q(tens)
    );
    assign a1 = a0& done1;
    BCD_Counter D2(
    .clk(clk),
    .reset_n(reset_n),
    .enable(enable),
    .done(done2),
    .Q(hundreds)
    );
    assign a2 = a1 & done2;
    assign done = a2;
endmodule
File: run.sh
#!/bin/bash
# OpenROAD 26Q1-2900-gdf79404cd8, Yosys 0.63+post, stock flow scripts
make -C /OpenROAD-flow-scripts/flow DESIGN_CONFIG=/design/flow/config.mk WORK_HOME=/design/flow/orfs finish
File: config.mk
export PLATFORM = sky130hd
export DESIGN_NAME = multi_decade_counter
export DESIGN_NICKNAME = multi_decade_counter
export VERILOG_FILES = /design/flow/design.v
export SDC_FILE = /design/flow/constraint.sdc
export NUM_CORES = 4
export LEC_CHECK = 1
export CORE_AREA = 10 10 82 82
export DIE_AREA = 0 0 92 92
File: constraint.sdc
current_design multi_decade_counter

set clk_period 1.4
set clk_io_pct 0.2

create_clock -name clk0 -period $clk_period [get_ports {clk}]

set non_clock_inputs [all_inputs -no_clocks]
set_input_delay [expr $clk_period * $clk_io_pct] -clock clk0 $non_clock_inputs
set_output_delay [expr $clk_period * $clk_io_pct] -clock clk0 [all_outputs]
==> results.yml <==
# flow metrics
status:
  outcome: "finished with violations"
  violations: "negative setup slack"
final_layout:
  syn_to_final_growth_pct: 81.3
  postLayoutCoreUtil_pct: 20.8
  final_layout_size_suffix_gt1_share_pct: 38.5
cts:
  cts.root.buffer_cell: "sky130_fd_sc_hd__clkbuf_8"
  buffer_levels_on_the_longest_clock_path: 2
  worst_skew_pair.late_latency_ns: 0.24
  clk_transition_reported_paths_ns: 0.06
  cts_tree: "done"
  cts_hold_buffers: 0
  numCtsBuffers: 3
  clock_tree.htree_level_count: 1
  tritoncts_num_sinks: 12
floorplanning:
  rows: 26
  coreArea_um2: 5070
  boundaryPins: 16
  dieWidth_um: 92
  overall_die_area_um2: 8460
  floorplanUtilization_pct: 11.5
  die_height_um: 92
final_timing:
  final.hold.worst_slack_ns: 0.336
  finalMaxSlewViolations: 0
  fin_setup_tns_ns: -0.130
  rsz0062_at_grt: "true"
  setup-violations-final: 1
  hold_viol_final: 0
  timing_worst_slew_pin_value_ns: 0.184
  worst_slack_ns: -0.130
  finalClockPeriodUsage_pct: 109
  period_minus_slack_ns: 1.53
  worst_slew_margin_rel_pct: 87.6
  clock_skew_ns: 0.00562
  timing.fmax_mhz: 654
critical_path:
  critical_path.max_fanout: 2
  critical_path_class: "flop to output port"
  crit-reg2reg-capture: "D0.Q_reg[3]"
  worst_setup_path_start_kind: "flop"
  reg2regPathDepth: 5
  worst-endpoint-required_ns: 1.12
  r2r-start: "D0.Q_reg[2]"
  cp-end-kind: "output port"
  critical_path_arrival_ns: 1.25
  reg2reg_setup_slack_ns: 0.22
job:
  log.warning_count: 27
  cap_viol_max_count: 0
routing:
  vias: 540
  detail_route.drc_violations: 0
  drt_iter0_markers: 16
  firstDrtPassIters: 2
  route.antenna.remaining_nets: 0
  wl_mm: 1.53
  route.antenna.diode_count: 0
  post_drt_via_cell_ratio: 3.25
  wire_per_inst_um: 9.21
grt:
  grtUsageTotal_pct: 3.57
  grt_pass1_vias: 507
  grt_antenna_before_repair: 0
  grt_start_max_net_pins: 13
  grt_overflow: 0
  global_route_wire_length_before_repair_mm: 2.47
synthesis:
  post_synth_instance_area_um2: 582
  number_of_synthesized_register_bits: 12
  netlist_instances: 53
  yosys_warnings: 1
  yosys.cell_types.count: 15
  yosys_instances: 53
  yosys.stat.chipArea_um2: 582
  synthesis.area_per_instance_um2: 11.0
  ys_seq_share_pct: 51.6
placement:
  dp_hpwl_mm: 1.18
  port_buffers: 15
  gp_congestion: 0.771
  preCtsSetupSlack_ns: -0.362
power:
  fin_total_pwr_mw: 2.28
  peak_supply_drop_mv: 1.03
  p_per_area_nw_per_um2: 2160
  static-leakage-power_nw: 0.512
worst_hold_path:
  min_path_type: "primary input to asynchronous set/reset pin"
-- cells in the final DEF, fill, tap and decap left out --
cell                              netlist  final
sky130_fd_sc_hd__clkbuf_8               0      4
sky130_fd_sc_hd__a21o_1                 2      2
sky130_fd_sc_hd__buf_4                  0     20
sky130_fd_sc_hd__dlymetal6s2s_1         0      1
sky130_fd_sc_hd__o21ai_0                6      6
sky130_fd_sc_hd__nor3_2                 1      1
sky130_fd_sc_hd__dlygate4sd2_1          0     10
sky130_fd_sc_hd__nand2_1                7      7
sky130_fd_sc_hd__nor2b_1                2      2
sky130_fd_sc_hd__buf_6                  1      5
sky130_fd_sc_hd__nand3_1                4      4
sky130_fd_sc_hd__buf_2                  0      1
sky130_fd_sc_hd__xor2_1                 3      3
sky130_fd_sc_hd__nor3_1                 3      3
sky130_fd_sc_hd__clkdlybuf4s50_1        0      3
sky130_fd_sc_hd__xnor2_1                3      3
sky130_fd_sc_hd__dfrtp_1               12     12
sky130_fd_sc_hd__and4b_1                3      3
sky130_fd_sc_hd__nor4b_2                1      1
sky130_fd_sc_hd__and2b_2                4      4
sky130_fd_sc_hd__a21o_2                 1      1
-- worst max-delay path, cell delays in order (launching register included) --
cell	delay, ns
sky130_fd_sc_hd__dfrtp_1	0.39
sky130_fd_sc_hd__nor4b_2	0.27
sky130_fd_sc_hd__nand3_1	0.13
sky130_fd_sc_hd__nor3_2	0.11
sky130_fd_sc_hd__buf_2	0.11
-- cells by family after synthesis --
family                    after synthesis  share of synthesized area [%]
buffers and inverters                   1                           1.94
DFF                                    12                           51.6
xor gates and xnor gates                6                           9.03
AOI/OAI and AO/OA                       9                           9.25
and+or+nand+nor                        25                           28.2
-- layer usage --
metal | track usage [%] | routed length (µm) | vias up
li1 | - | - | 273
met4 | 0.129 | 0 | 0
met5 | 0 | 0 | -
met2 | 5.35 | 678 | 11
met3 | 1.81 | 102 | 0
met1 | 4.77 | 747 | 256
-- per-stage QoR --
step                      std cells  instance area, µm²
after floorplan                  53                 582
after global placement          155                 943
after detailed placement        155                 943
after CTS                       164                1030
after global routing            166                1050
final                           166                1050
-- how the worst max path moves through the flow --
stage,start,endpoint,cells after the start
finish,D1.Q_reg[1],done,4
global route,D1.Q_reg[1],done,4
CTS,D2.Q_reg[1],done,4
-- final cells by class --
class                           instances  area, µm²
Fill cell                             572       4020
Timing Repair Buffer                   40        342
Sequential cell                        12        300
Multi-Input combinational cell         40        270
Tap cell                               70       87.6
Clock buffer                            4       55.1
-- Yosys cell counts --
| cell | number | share of area, % |
|---|---|---|
| sky130_fd_sc_hd__a21o_1 | 2 | 2.6 |
| sky130_fd_sc_hd__and2b_2 | 4 | 6.0 |
| sky130_fd_sc_hd__buf_6 | 1 | 1.9 |
| sky130_fd_sc_hd__nor3_1 | 3 | 2.6 |
| sky130_fd_sc_hd__a21o_2 | 1 | 1.5 |
| sky130_fd_sc_hd__nand3_1 | 4 | 3.4 |
| sky130_fd_sc_hd__and4b_1 | 3 | 5.2 |
| sky130_fd_sc_hd__o21ai_0 | 6 | 5.2 |
| sky130_fd_sc_hd__nor4b_2 | 1 | 2.6 |
| sky130_fd_sc_hd__nor3_2 | 1 | 1.7 |
| sky130_fd_sc_hd__dfrtp_1 | 12 | 52 |
| sky130_fd_sc_hd__nand2_1 | 7 | 4.5 |
| sky130_fd_sc_hd__nor2b_1 | 2 | 2.2 |
| sky130_fd_sc_hd__xnor2_1 | 3 | 4.5 |
| sky130_fd_sc_hd__xor2_1 | 3 | 4.5 |
-- power breakdown --
group / switching, mW / internal (mW)
Clock: 0.127 / 0.248
Sequential: 0.104 / 0.527
Combinational: 0.434 / 0.843
-- timing repair --
item | CTS | global route
buffers inserted | 6 | 2
pin swaps | 3 | 2
gates resized | 17 | 2
endpoints found under the setup margin | 13 | 3
Power and IR drop assume default switching activity.
