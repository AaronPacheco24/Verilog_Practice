`design.v`:
```
`timescale 1ns / 1ps
`timescale 1ns / 1ps
module full_adder(
    input x,y,c_in,
    output s,c_out
    );
    wire c1,s1,c2;
    half_adder HA0 (
    .x(x),
    .y(y),
    .c(c1),
    .s(s1)
    );
    half_adder HA1(
    .x(s1),
    .y(c_in),
    .c(c2),
    .s(s)
    );
    assign c_out = c1|c2;
endmodule
`timescale 1ns / 1ps
module half_adder(
    input x,y,
    output c,s
    );
    assign c = x &y;
    assign s = x ^ y; 
endmodule
`timescale 1ns / 1ps
module multi_adders(
    input [15:0]a,b,
    output [15:0]s_ab,
    output c_out_ab,
    input [33:0]x,y,
    output [33:0]s_xy,
    output c_out_xy
    );
    rca_nbit #(.n(16)) adder_16 (
        .x(a),
        .y(b),
        .c_in(),
        .s(s_ab),
        .c_out(c_out_ab)
    );
    rca_nbit #(.n(34)) adder_34 (
        .x(x),
        .y(y),
        .c_in(),
        .s(s_xy),
        .c_out(c_out_xy)
    );
endmodule
`timescale 1ns / 1ps
`timescale 1ns / 1ps
module rca_nbit
    #(parameter n = 4)
    (
    input [n-1:0] x,y,
    input c_in,
    output [n - 1: 0]s,
    output c_out
    );
    wire [n: 0] c;
    assign c[0] = c_in;
    assign c_out = c[n];
    generate
        genvar k;
        for(k = 0;k < n;k = k + 1)
        begin
            full_adder FA (
                .x(x[k]),
                .y(y[k]),
                .c_in(c[k]),
                .s(s[k]),
                .c_out(c[k + 1])
            );
        end
    endgenerate 
endmodule
```
`run.sh`:
```
#!/bin/bash
# OpenROAD 26Q1-2900-gdf79404cd8, Yosys 0.63+post, stock flow scripts
make -C /OpenROAD-flow-scripts/flow DESIGN_CONFIG=/design/flow/config.mk WORK_HOME=/design/flow/orfs finish
```
`config.mk`:
```
export PLATFORM = sky130hd
export DESIGN_NAME = multi_adders
export DESIGN_NICKNAME = multi_adders
export VERILOG_FILES = /design/flow/design.v
export SDC_FILE = /design/flow/constraint.sdc
export NUM_CORES = 4
export LEC_CHECK = 1
export CORE_UTILIZATION = 30
```
`constraint.sdc`:
```
current_design multi_adders

set clk_period 25.5
set clk_io_pct 0.2

create_clock -name clk0 -period $clk_period

set non_clock_inputs [all_inputs -no_clocks]
set_input_delay [expr $clk_period * $clk_io_pct] -clock clk0 $non_clock_inputs
set_output_delay [expr $clk_period * $clk_io_pct] -clock clk0 [all_outputs]
```
==> run summary <==
Implementation results are summarized by area below.

Setup path
The cell type of the slowest stage on the worst timing path is sky130_fd_sc_hd__clkdlybuf4s50_1. The required time of the worst setup path is about 20000 ps. Max fanout on the critical path was recorded as 1.

The nature of the critical path endpoint is an output port. At the worst endpoint, the arrival time is between 15000 and 20000 ps. The nature of the critical path startpoint is a primary input. In this design, the stage delay of the slowest critical-path cell is 460 ps. The critical path start-end classification is primary input to output port. The dominant cell type by count on the critical path is sky130_fd_sc_hd__fa_1.

Finish
The number of filler instances in the final layout is 372. The number of clock buffers in the layout is 0. In the final layout, flip-flops and latches occupy 0 µm². In the final layout, the share of cells above drive strength 1 is 0.

The relative area change from synthesis to final layout is 85.2%. The final design instance area without fill is 2600 µm². The flip-flop and latch count is 0.

Synth
Yosys reports that the most numerous cell types are sky130_fd_sc_hd__buf_4, sky130_fd_sc_hd__fa_1, sky130_fd_sc_hd__inv_1. The post-synth area from yosys stat is 1400 µm². The top cell type's share of synthesized area is 0.685. Yosys mapped the design onto 6 distinct sky130hd cell types.

In the post-synthesis netlist, the biggest area contributors are sky130_fd_sc_hd__fa_1, sky130_fd_sc_hd__buf_4, sky130_fd_sc_hd__inv_1, sky130_fd_sc_hd__and2_1, sky130_fd_sc_hd__conb_1. The post-synthesis sequential area ratio is 0. The largest total area in the synthesized netlist belongs to sky130_fd_sc_hd__fa_1. The average size of a mapped cell is around 12 µm².

Summing every instance area after synthesis gives 1400 µm². Counting the warning lines in the Yosys log gives 2. Among all cell types in the netlist, the one instantiated most often is sky130_fd_sc_hd__buf_4. The synthesized netlist was found by Yosys to have 115 cells. The instance tally after logic synthesis is 115.

Power
Of the total power, combinational logic draws 1.000. The script extracted a net switching power of 0.0150 mW. Of the total power, the clock network draws 0. The script computed a power per unit cell area of 23.7 nW/µm². The sequential share of power is 0. The switching power share of the total is 0.243. The internal power consumption is 0.0467 mW. The static leakage is 1.03 nW. Per the power-grid run, VDD falls by no more than 0.0139 mV.

Die
The width of the chip is roughly 70 µm. At the floorplan stage, the core utilization is reported as 0.318. The full die area is roughly 5000 µm². The report lists the number of standard-cell rows as 24.

The chip height is 70.4 µm. The core outline area is 4410 µm². The number of placed I/O pins is 152.

Route
The routed design ends up with an antenna cell count of 0. The DRC marker count from the first detailed-route iteration is 1. The overall routed net length is 3510 µm. In the routed layout, each cell is associated on average with a via count of 4.14. The first-pass iteration count of the detailed router is 2. The final route contains 1110 vias. TritonRoute reported its final design rule violation total as 0. In the final routed layout, each cell accounts on average for 13.1 µm. The detail route stage leaves a number of antenna-violating nets equal to 0.

STA
The setup slack after layout is 1270 ps. The number of slew-limit violations in the final report is 0. After layout, the minimum clock period comes to 24230 ps.

The peak clock frequency supported by timing is 41.3 MHz. Setup repair after global routing left no endpoint under its margin. The final-report hold violation count is 0. The summed negative setup slack over all endpoints is 0 ps. The final tally of setup violations is 0.

Across all hold checks on the routed design, the worst slack comes to 11250 ps. In the finished design, the share of the clock period the worst path needs comes to 0.950.

Place
According to the dpl log, the detail-placed design has an HPWL of 3520 µm. The placer congestion estimate is 0.821. In this run the cell area measured after placement is 2600 µm². At the placement stage, the worst setup path has a slack of ~1200 ps. The number of port buffers is 150.

Worst hold path
Hold analysis shows the worst path with a depth of 5. STA shows the worst min-delay path finishing at c_out_xy. The type of the most critical hold path is primary input to output port. The startpoint of the lowest-slack hold path is x[33].

Global routing
Global routing finished with a remaining overflow of 0. The number of global-route vias before repair is 1357. The largest net degree at the start of global routing is 2. The global router's overall resource usage is 0.155.

The global-route wire length before repair is 5840 µm. The number of antenna violations at the first check in global routing came to 0.

Flow run
The count of warning messages emitted by the tools is 33. The tally of max-capacitance violations is 0.

Run status
The flow ran to the end, and the final reports show no timing, DRC or antenna violations.

CTS
After clock tree synthesis, the setup repair step added 0 buffers. After clock tree synthesis, the repair step resized 0 gates. Buffers inserted to repair hold after CTS numbered 0.
==> layout make-up <==
cell class	count	area (µm²)	share of cell area
Timing Repair Buffer	150	1500	0.578
Multi-Input combinational cell	52	978	0.377
Tap cell	52	65.1	0.0250
Inverter	14	52.6	0.0202
==> critical path, delay by kind of cell <==
family                   cells  cell delay [ps]
adder cells (fa/ha/maj)     33            12860
AND/OR/NAND/NOR              1              160
buffers and inverters        4              980
==> worst max-delay path by stage <==
stage                 start        to  slack (ps)  cells past startpoint
after CTS              x[0]  s_xy[33]        1200                     38
after global routing   x[0]  s_xy[33]         840                     38
final                  x[0]  s_xy[33]        1270                     38
==> per-layer routing <==
layer,GRT usage,vias to the layer above,share of wire
li1,-,480,-
met1,0.184,528,0.28
met2,0.270,100,0.54
met3,0.0803,2,0.18
met4,0.00444,0,0.0040
met5,0,-,0
==> metrics by stage <==
stage,instances,utilization,power [mW]
global placement,268,0.588,0.0626
detailed placement,268,0.588,0.0630
finish,268,0.588,0.0616
global route,268,0.588,0.0690
CTS,268,0.588,0.0634
floorplan,116,-,0.0308
==> power groups by stage <==
stage         Combinational (mW)  Sequential, mW  Clock, mW
global route              0.0690               0          0
finish                    0.0616               0          0
CTS                       0.0634               0          0
==> cells in the final DEF (no fill, tap or decap) <==
| cell | Yosys | routed |
|---|---|---|
| sky130_fd_sc_hd__clkdlybuf4s50_1 | 0 | 150 |
| sky130_fd_sc_hd__fa_1 | 48 | 48 |
| sky130_fd_sc_hd__inv_1 | 14 | 14 |
| sky130_fd_sc_hd__conb_1 | 1 | 2 |
| sky130_fd_sc_hd__nand2_1 | 1 | 1 |
| sky130_fd_sc_hd__and2_1 | 1 | 1 |
==> logic make-up after synthesis <==
kind of cell | after synthesis | synth area share
other | 1 | 0.00267
adders and majority gates | 48 | 0.685
buffers and inverters | 64 | 0.305
and+or+nand+nor | 2 | 0.00714
Power is estimated from default activity; no workload was simulated.
