$ cat ./run.sh
#!/bin/bash
# OpenROAD 26Q1-2900-gdf79404cd8, Yosys 0.63+post, stock flow scripts
make -C /OpenROAD-flow-scripts/flow DESIGN_CONFIG=/design/flow/config.mk WORK_HOME=/design/flow/orfs finish
$ cat ./design.v
`timescale 1ns / 1ps
module adder_subtractor_4bit(
    input [3:0] x,y,
    input add_n,
    output [3:0] s,
    output c_out
    );
    wire [3:0] xored_y;
    assign xored_y[0] = y[0] ^ add_n;
    assign xored_y[1] = y[1] ^ add_n;
    assign xored_y[2] = y[2] ^ add_n;
    assign xored_y[3] = y[3]^ add_n;
    rca_nbit #(.n(4)) A0 (
    .x(x),
    .y(xored_y),
    .c_in(add_n),
    .s(s),
    .c_out(c_out)
    );
endmodule
`timescale 1ns / 1ps
`timescale 1ns / 1ps
module full_adder(
    input x,y,c_in,
    output s,c_out
    );
    wire c1,s1,c2;
    half_adder HA0 (
    .x(x),
    .y(y),
    .c(c1),
    .s(s1)
    );
    half_adder HA1(
    .x(s1),
    .y(c_in),
    .c(c2),
    .s(s)
    );
    assign c_out = c1|c2;
endmodule
`timescale 1ns / 1ps
module half_adder(
    input x,y,
    output c,s
    );
    assign c = x &y;
    assign s = x ^ y; 
endmodule
`timescale 1ns / 1ps
`timescale 1ns / 1ps
module rca_nbit
    #(parameter n = 4)
    (
    input [n-1:0] x,y,
    input c_in,
    output [n - 1: 0]s,
    output c_out
    );
    wire [n: 0] c;
    assign c[0] = c_in;
    assign c_out = c[n];
    generate
        genvar k;
        for(k = 0;k < n;k = k + 1)
        begin
            full_adder FA (
                .x(x[k]),
                .y(y[k]),
                .c_in(c[k]),
                .s(s[k]),
                .c_out(c[k + 1])
            );
        end
    endgenerate 
endmodule
$ cat ./constraint.sdc
current_design adder_subtractor_4bit

set clk_period 2.8
set clk_io_pct 0.2

create_clock -name clk0 -period $clk_period

set non_clock_inputs [all_inputs -no_clocks]
set_input_delay [expr $clk_period * $clk_io_pct] -clock clk0 $non_clock_inputs
set_output_delay [expr $clk_period * $clk_io_pct] -clock clk0 [all_outputs]
$ cat ./config.mk
export PLATFORM = sky130hd
export DESIGN_NAME = adder_subtractor_4bit
export DESIGN_NICKNAME = adder_subtractor_4bit
export VERILOG_FILES = /design/flow/design.v
export SDC_FILE = /design/flow/constraint.sdc
export NUM_CORES = 4
export LEC_CHECK = 1
export CORE_AREA = 10 10 70 70
export DIE_AREA = 0 0 80 80
==> flow_metrics.env <==
# flow metrics
export IMPL_status="finished clean"
export IMPL_setup_tns_final_ns=0
export IMPL_clockBufferCount=0
export IMPL_hp_class="in2out"
export IMPL_avgViaCountPerCell=1.82
export IMPL_crit_path_frequent_cell="fa_2"
export IMPL_die_area_um2=6400
export IMPL_path_class="in2out"
export IMPL_grt_start_max_net_pins=4
export IMPL_endpoint_kind="output pin"
export IMPL_cp_data_required_time_ns=2.24
export IMPL_slew_headroom_pct=86.1
export IMPL_fp_dieH_um=80
export IMPL_drcViolationCount=0
export IMPL_synth_seq_share_pct=0
export IMPL_place_hpwl_um=506
export IMPL_cts_hold_buffers=0
export IMPL_timing_fmax_mhz=368
export IMPL_cp_slowest_cell="fa_2"
export IMPL_rsz0062_at_grt="false"
export IMPL_path_max_fanout=3
export IMPL_arrival_ns=2.16
export IMPL_finalClockPeriodUsage_pct=97.1
export IMPL_p_per_area_nw_per_um2=184
export IMPL_drv_cap=0
export IMPL_seq_area_um2=0
export IMPL_finalMaxSlewViolations=0
export IMPL_slowest_delay_ns=0.41
export IMPL_wirelength_um=525
export IMPL_postRouteAntennaNets=0
export IMPL_p_leak_nw=0.143
export IMPL_antenna_cells=0
export IMPL_synth_cells=17
export IMPL_synth_avg_cell_area_um2=9.05
export IMPL_period_needed_ns=2.72
export IMPL_grtUsageTotal_pct=1.65
export IMPL_grt_pass1_wl_um=800
export IMPL_antenna_found_initial=1
export IMPL_die_x_um=80
export IMPL_ios=14
export IMPL_core_area_um2=3420
export IMPL_area_leaders="fa_1, buf_4, inv_1"
export IMPL_gp_congestion=0.649
export IMPL_yosys_cells=17
export IMPL_worstMarginPinSlew_ns=0.206
export IMPL_crit_chain="buf_2, xnor2_2, fa_2, fa_2, inv_2, fa_2, buf_2"
export IMPL_postCtsSetupBuffers=0
export IMPL_lay_top_cells="clkdlybuf4s50_1, inv_1, buf_2"
export IMPL_syn2layout_area_growth_pct=121
export IMPL_first_pass_iters=2
export IMPL_mostFrequentLayoutCell="clkdlybuf4s50_1"
export IMPL_synth_chip_area_um2=154
export IMPL_routedWlPerCell_um=6.91
export IMPL_place_inst=76
export IMPL_final_cell_count_no_fill=76
export IMPL_route_vias_total=138
export IMPL_yosysUniqueCellTypes=6
export IMPL_hold_violations=0
export IMPL_largest_area_cell="fa_1"
export IMPL_ys_warn_count=0
export IMPL_syn_area_um2=154
export IMPL_fp_utilization_pct=4.51
export IMPL_setup_viol=0
export IMPL_nFlopsAndLatches=0
export IMPL_grt_pass1_vias=154
export IMPL_pre_cts_slack_ns=-0.735
export IMPL_drive_above_1_share_pct=46.7
export IMPL_setup_ws_ns=0.0807
export IMPL_drtIter0Drc=2
export IMPL_tool_warnings=32
export IMPL_grt_remaining_overflow=0
export IMPL_std_cell_rows=21
export IMPL_portBuffers=14
export IMPL_peakVddDrop_mv=0.0489
export IMPL_start_kind="input port"
export IMPL_yosysTopAreaCellShare_pct=39.0
## per-layer routing
layer	track usage [%]	routed length, µm	up-vias	share of wire, %
li1	-	-	70	-
met1	3.01	343	54	65
met2	1.12	70	14	13
met3	1.36	111	0	21
met4	0	0	0	0
met5	0	0	-	0
## kinds of logic after synthesis
| family | count (synthesis) | synth area share, % |
|---|---|---|
| XOR/XNOR | 4 | 22.8 |
| adder cells (fa/ha/maj) | 3 | 39.0 |
| buffers and inverters | 9 | 31.7 |
| multiplexers | 1 | 6.50 |
## repair_timing
| item | 4_1_cts | 5_1_grt |
|---|---|---|
| setup endpoints to repair | 4 | 1 |
| gates cloned | 0 | 0 |
| pin swaps | 3 | 2 |
| gates resized | 30 | 0 |
## layout make-up
class | count | area (µm²)
repair buffers | 17 | 140
fillers | 412 | 3080
well taps | 46 | 57.6
multi-input cells | 8 | 124
inverters | 5 | 18.8
## report_power, final
part	leakage, nW	internal, W	switching, W
combinational	0.143	0.0000398	0.0000229
clock	0	0	0
sequential	0	0	0
total	0.143	0.0000398	0.0000229
## final timing paths
check | start | to | slack, ns | depth (start not counted)
min | y[0] | s[0] | 1.74 | 4
max | add_n | s[3] | 0.08 | 7
## Yosys cell counts (all sizes together)
library cell,instances
inv,5
buf,4
fa,3
xnor2,2
xor2,2
mux2i,1
## through the flow
step | util (%) | hold slack, ns | power [W] | cell area (µm²)
finish | 9.96 | 1.74 | 0.0000627 | 340
global route | 9.96 | 1.77 | 0.0000712 | 340
CTS | 9.96 | 1.75 | 0.0000648 | 340
detailed placement | 10.1 | 2.17 | 0.0000705 | 344
global placement | 10.1 | 2.16 | 0.0000697 | 344
floorplan | - | 1.23 | 0.0000326 | 154
## worst max-delay path: cells and delay by family
family	cells	cell delay, ns
xor+xnor	1	0.14
fa+ha+maj	3	1.12
buf+inv	3	0.34
No activity file was given, so power comes from the tool's default toggle rates.
